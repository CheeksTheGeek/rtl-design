<file path="./design.v">
module can_transmitter(
    input wire clk,
    input wire baud_clk,
    input wire reset,
    input wire [10:0] id,
    input wire [7:0] data_in,
    input wire tx_start,
    input wire arbitration_lost,
    input wire bus_idle,
    output reg CAN_TX,
    output reg tx_busy,
    output reg [14:0] crc_out
);
    parameter IDLE = 0,
              START_OF_FRAME = 1,
              TRANSMIT_ID = 2,
              RTR = 3,
              IDE = 4,
              RESERVED_BIT = 5,
              DLC = 6,
              TRANSMIT_DATA = 7,
              CRC = 8,
              CRC_DELIMITER = 9,
              ACK_SLOT = 10,
              ACK_DELIMITER = 11,
              END_OF_FRAME = 12,
              INTERFRAME_SPACE = 13;
    reg [3:0] state;
    reg [3:0] bit_counter;
    reg [7:0] data_buffer;
    reg [10:0] id_buffer;
    reg [14:0] crc_reg;
    always @(posedge baud_clk or posedge reset) begin
        if (reset) begin
            state <= IDLE;
            CAN_TX <= 1'b1;  
            tx_busy <= 0;
            bit_counter <= 0;
            crc_reg <= 15'h0;
        end else begin
            case (state)
                IDLE: begin
                    CAN_TX <= 1'b1;
                    tx_busy <= 0;
                    if (tx_start && bus_idle) begin
                        state <= START_OF_FRAME;
                        tx_busy <= 1;
                        id_buffer <= id;
                        data_buffer <= data_in;
                        crc_reg <= 15'h0;
                    end
                end
                START_OF_FRAME: begin
                    CAN_TX <= 1'b0;  
                    state <= TRANSMIT_ID;
                    bit_counter <= 10;
                end
                TRANSMIT_ID: begin
                    CAN_TX <= id_buffer[bit_counter];
                    crc_reg <= next_crc(crc_reg, id_buffer[bit_counter]);
                    if (bit_counter == 0)
                        state <= RTR;
                    else
                        bit_counter <= bit_counter - 1;
                end
                RTR: begin
                    CAN_TX <= 1'b0;  
                    crc_reg <= next_crc(crc_reg, 1'b0);
                    state <= IDE;
                end
                IDE: begin
                    CAN_TX <= 1'b0;  
                    crc_reg <= next_crc(crc_reg, 1'b0);
                    state <= RESERVED_BIT;
                end
                RESERVED_BIT: begin
                    CAN_TX <= 1'b0;  
                    crc_reg <= next_crc(crc_reg, 1'b0);
                    state <= DLC;
                    bit_counter <= 3;
                end
                DLC: begin
                    CAN_TX <= 1'b0;  
                    crc_reg <= next_crc(crc_reg, 1'b0);
                    if (bit_counter == 0)
                        state <= TRANSMIT_DATA;
                    else
                        bit_counter <= bit_counter - 1;
                end
                TRANSMIT_DATA: begin
                    CAN_TX <= data_buffer[7];
                    crc_reg <= next_crc(crc_reg, data_buffer[7]);
                    data_buffer <= {data_buffer[6:0], 1'b0};
                    bit_counter <= bit_counter + 1;
                    if (bit_counter == 7) begin
                        state <= CRC;
                        bit_counter <= 14;
                    end
                end
                CRC: begin
                    CAN_TX <= crc_reg[bit_counter];
                    if (bit_counter == 0)
                        state <= CRC_DELIMITER;
                    else
                        bit_counter <= bit_counter - 1;
                end
                CRC_DELIMITER: begin
                    CAN_TX <= 1'b1;  
                    state <= ACK_SLOT;
                end
                ACK_SLOT: begin
                    CAN_TX <= 1'b1;  
                    state <= ACK_DELIMITER;
                end
                ACK_DELIMITER: begin
                    CAN_TX <= 1'b1;  
                    state <= END_OF_FRAME;
                    bit_counter <= 6;
                end
                END_OF_FRAME: begin
                    CAN_TX <= 1'b1;  
                    if (bit_counter == 0)
                        state <= INTERFRAME_SPACE;
                    else
                        bit_counter <= bit_counter -1;
                end
                INTERFRAME_SPACE: begin
                    CAN_TX <= 1'b1;
                    tx_busy <= 0;
                    state <= IDLE;
                end
                default: state <= IDLE;
            endcase
        end
    end
    function [14:0] next_crc;
        input [14:0] crc;
        input data_bit;
        reg [14:0] crc_next;
        begin
            crc_next[14] = crc[13] ^ data_bit;
            crc_next[13] = crc[12];
            crc_next[12] = crc[11];
            crc_next[11] = crc[10];
            crc_next[10] = crc[9];
            crc_next[9]  = crc[8];
            crc_next[8]  = crc[7];
            crc_next[7]  = crc[6];
            crc_next[6]  = crc[5];
            crc_next[5]  = crc[4];
            crc_next[4]  = crc[3] ^ crc[13] ^ data_bit;
            crc_next[3]  = crc[2];
            crc_next[2]  = crc[1];
            crc_next[1]  = crc[0];
            crc_next[0]  = crc[13] ^ data_bit;
            next_crc = crc_next;
        end
    endfunction
endmodule
</file>
<file path="./run.sh">
#!/bin/bash
# OpenROAD 26Q1-2900-gdf79404cd8, Yosys 0.63+post, stock flow scripts
make -C /OpenROAD-flow-scripts/flow DESIGN_CONFIG=/design/flow/config.mk WORK_HOME=/design/flow/orfs finish
</file>
<file path="./config.mk">
export PLATFORM = sky130hd
export DESIGN_NAME = can_transmitter
export DESIGN_NICKNAME = can_transmitter
export VERILOG_FILES = /design/flow/design.v
export SDC_FILE = /design/flow/constraint.sdc
export NUM_CORES = 4
export LEC_CHECK = 1
export CORE_UTILIZATION = 30
</file>
<file path="./constraint.sdc">
current_design can_transmitter

set clk_period 3.3
set clk_io_pct 0.2

create_clock -name clk0 -period $clk_period [get_ports {baud_clk}]

set non_clock_inputs [all_inputs -no_clocks]
set_input_delay [expr $clk_period * $clk_io_pct] -clock clk0 $non_clock_inputs
set_output_delay [expr $clk_period * $clk_io_pct] -clock clk0 [all_outputs]
</file>
==> notes.md <==
Purpose: to document the outcome of synthesis and place and route.

Final layout
The summed area of non-filler cells in the final layout is 3010 um^2. The number of non-filler instances in the completed layout is 345. In this run the layout overhead on the synthesized area is reported as 14.3%. In the final layout, the share of cells above drive strength 1 is 0.150.

Worst setup path
The number of cells on the worst reg-to-reg path is 7. The critical path maximum fanout is 17. The report lists the cells along the critical path as inv_1, ha_1, nor3b_1, nand2_1, o21a_1, o31a_1, o22a_1. The worst setup path is of the reg2reg kind. The slowest library cell on the worst path is dfrtp_1.

For flop-to-flop paths, the worst setup slack is 0.97 ns. The capture point of the worst reg-to-reg path is bit_counter[3]. The most critical setup path has its startpoint at bit_counter[0]. STA puts the critical path data required time at 3.49 ns. The type of destination of the critical path is a flip-flop. STA lists the startpoint of the worst register-to-register path as bit_counter[0]. The worst setup path is launched from a flip-flop. The data arrival time of the worst path is 2.52 ns.

The longest incremental delay of any stage on the critical path is reported as 0.62 ns.

Timing
The final number of hold-violating endpoints is 0. The pin closest to its max-slew limit shows a slew of 0.768 ns. Counting pins that exceed their max-slew limit in the final report gives 0. The post-layout period usage of the worst path is 0.705.

The post-layout minimum cycle time is 2.33 ns. The number of endpoints failing setup at the final stage is 0. The total negative slack is 0 ns.

The clock tree skew after final layout is 0.00529 ns. Setup repair after global routing left no endpoint under its margin. Across all checked pins, the minimum headroom to the slew limit is 0.486. In this build the clock could be raised as far as 430 MHz. Across all hold checks on the routed design, the worst slack comes to 0.380 ns.

Synth
The dominant cell by count in the synthesized netlist is dfrtp_1. The synthesized cell area is 2630 um^2. Among all flip-flop cells after synthesis, the most frequent one is dfrtp_1. The commonest cells after synthesis are 32 x dfrtp_1, 19 x edfxtp_1, 16 x buf_4. The flip-flop and latch count after synthesis is 53. The average size of a mapped cell is 12.1 um^2. The share of async-settable or async-resettable flops after synthesis is 0.642. The area share of the leading cell type in the synthesized netlist is 0.304. Per the synthesis report, the dominant area consumer among library cells is dfrtp_1. Counting flops with a built-in enable in the synthesized netlist gives 19. Sorting the synthesized cells by area gives the leading types as dfrtp_1 30%, edfxtp_1 22%, buf_4 4.6%. In the Yosys report the total cell count is 218. In this run, distinct cell masters in the synthesized netlist total 56. The synthesized instance count is 218. The area of the synthesized netlist per yosys stat is 2630 um^2. For this run, the register share of the synthesized area comes to 0.541. The count of warnings emitted by yosys is 16.

Clock tree
Clock tree synthesis selected as its root buffer the cell clkbuf_8. TritonCTS created 5 clock buffers. After clock tree synthesis, the flow added hold-fix buffers numbering 0. The number of instances resized during post-cts repair is 0. The clock latency on the worst-skew pair is 0.30 ns. The level count of the clock H-tree is 2. The post-CTS repair timing setup buffer count is 0.

Clock tree synthesis found a total of 53 sinks. The clock-pin transition on the worst setup and hold timing paths is 0.09 ns. TritonCTS built the clock tree. CTS reports a maximum clock tree buffer depth of 2.

Min path
The start point of the worst hold path is state[11]. The worst min-delay path class is reg2reg. STA shows the worst min-delay path finishing at state[2]. The count of cells along the worst hold path is 0.

Floorplan
The floorplan step records an initial core utilization of 0.315. The floorplan step set the die height to 95.7 um. The count of boundary I/O pins is 42. The placeable core region is 8340 um^2. The die covers 9150 um^2. In this run the core area contains 33 standard-cell rows.

From left edge to right edge, the die measures 95.7 um.

Run status
The flow ran to the end, and the final reports show no timing, DRC or antenna violations.

Route
In the routed layout, each cell is associated on average with a via count of 4.98. For this block, the via count after detailed routing is 1718. In this run, the number of DRC markers left after iteration 0 of detailed routing was 126. Nets still carrying antenna violations after routing amount to 0. TritonRoute reported its final design rule violation total as 0. The total inserted antenna cells is 0.

The count of TritonRoute iterations in the first routing pass is 4. The per-cell routed wire length is 13.4 um. The total detailed-routing wirelength is 4.64 mm.

Pwr
The worst voltage drop across the vdd grid is 0.177 mV. The total power per unit cell area is 380 nW/um^2. The leakage power in the latest report is 1.22 nW.

Global route
The number of global-route vias before repair came to 1632. The global-route wire length before repair is 7.95 mm. The maximum number of pins on one net before global-route repair is 23. The total global-route track usage is 0.115.

The total overflow left after global routing is 0. The initial antenna violation count is 0.

Place
The placement summary gives the final routability congestion estimate as 0.786. Once placement completed, the tool counted placed cells totaling 337. The sum of net half-perimeters after detailed placement is 3.35 mm. The number of buffers inserted by port buffering is 24. The total cell area at the placement stage is 2890 um^2.

Job
OpenROAD emitted warnings numbering 28. Max-cap violations in this run came to 0.
## kinds of logic after synthesis
group | after synthesis | share of synthesized area
AOI/OAI and AO/OA | 53 | 0.156
xor gates and xnor gates | 1 | 0.00333
adders and majority gates | 2 | 0.00951
buffers and inverters | 34 | 0.0785
DFF | 53 | 0.541
muxes | 17 | 0.0870
other | 1 | 0.00143
and+or+nand+nor | 57 | 0.123
## cell type report
class / count / area, um^2
well taps: 105 / 131
clock buffers: 7 / 108
clock inverters: 1 / 6.26
fillers: 814 / 5330
repair buffers: 26 / 255
multi-input cells: 145 / 1050
inverters: 8 / 30.0
flip-flops and latches: 53 / 1420
## metal layers
layer  track usage  up-vias  routed length (um)
met3        0.0187        5                 119
met4        0.0149        0                  78
li1              -      824                   -
met5             0        -                   0
met1         0.174      863                2150
met2         0.188       26                2290
## where the power goes
| part | internal (mW) | switching, mW | leakage [nW] |
|---|---|---|---|
| Sequential | 0.681 | 0 | 0.628 |
| Clock | 0.217 | 0.206 | 0.0599 |
| Combinational | 0.0267 | 0.0133 | 0.536 |
## cells in the final DEF, fill, tap and decap left out, types with 3 or more instances in the layout
master / Yosys / final
inv_1: 7 / 7
conb_1: 1 / 15
and2_1: 3 / 3
o22ai_1: 3 / 3
nand2b_1: 3 / 3
nand3_1: 3 / 3
mux4_2: 4 / 4
a21oi_1: 7 / 7
edfxtp_1: 19 / 19
dfrtp_1: 32 / 32
clkbuf_8: 0 / 6
nand3b_1: 4 / 4
mux2i_1: 6 / 6
a211oi_1: 3 / 3
clkdlybuf4s50_1: 0 / 24
nand2_1: 13 / 13
a31oi_1: 3 / 3
a22o_1: 12 / 12
a21o_1: 3 / 3
nor2_1: 12 / 12
mux2_2: 7 / 7
nor2b_1: 3 / 3
o21ai_0: 5 / 5
nor3_1: 3 / 3
## per-stage QoR
step / total power, mW / utilization / setup slack (ns)
CTS: 1.16 / 0.361 / 0.937
floorplan: 0.718 / - / 1.35
finish: 1.14 / 0.361 / 0.973
global route: 1.19 / 0.361 / 0.728
detailed placement: 0.736 / 0.347 / 0.854
global placement: 0.736 / 0.347 / 0.849
## worst max-delay path by stage
stage	endpoint	slack, ns
5_1_grt	bit_counter[3]	0.73
4_1_cts	bit_counter[3]	0.94
6_report	bit_counter[3]	0.97
## worst max-delay path: cells and delay by family (launching register included)
| family | cells | cell delay [ns] |
|---|---|---|
| AOI/OAI and AO/OA | 3 | 0.51 |
| buffers and inverters | 1 | 0.18 |
| adders and majority gates | 1 | 0.26 |
| DFF | 1 | 0.62 |
| and+or+nand+nor | 2 | 0.65 |
Power and IR drop assume default switching activity.
