<file path="./run.sh">
#!/bin/bash
# OpenROAD 26Q1-2900-gdf79404cd8, Yosys 0.63+post, stock flow scripts
make -C /OpenROAD-flow-scripts/flow DESIGN_CONFIG=/design/flow/config.mk WORK_HOME=/design/flow/orfs finish
</file>
<file path="./config.mk">
export PLATFORM = sky130hd
export DESIGN_NAME = SE
export DESIGN_NICKNAME = SE
export VERILOG_FILES = /design/flow/design.v
export SDC_FILE = /design/flow/constraint.sdc
export NUM_CORES = 4
export LEC_CHECK = 1
export CORE_UTILIZATION = 40
</file>
<file path="./constraint.sdc">
current_design SE

set clk_period 4.0
set clk_io_pct 0.2

create_clock -name clk0 -period $clk_period [get_ports {clk}]

set non_clock_inputs [all_inputs -no_clocks]
set_input_delay [expr $clk_period * $clk_io_pct] -clock clk0 $non_clock_inputs
set_output_delay [expr $clk_period * $clk_io_pct] -clock clk0 [all_outputs]
</file>
<file path="./design.v">
`timescale 1ns / 1ps
module SE #(parameter DATAWIDTH=8, ARRAYLENGTH=10)( 
    input clk, valid_in, 
    input  [DATAWIDTH*ARRAYLENGTH-1:0] array_in, 
    output reg [DATAWIDTH*ARRAYLENGTH-1:0] array_out, 
    output valid_out
);
    reg [DATAWIDTH-1:0] data [ARRAYLENGTH-1:0];  
    reg [(ARRAYLENGTH+1)/2:0] shift_reg = 0;  
    generate for(genvar i=0; i < ARRAYLENGTH; i=i+1) begin : sorting_engine
        always @(posedge (clk & valid_in)) 
            data[i] <= array_in[(i+1)*DATAWIDTH-1:i*DATAWIDTH];  
        if (i+1 < ARRAYLENGTH) 
            if (i%2) 
                always @(data[i], data[i+1]) 
                    {data[i], data[i+1]} = data[i] < data[i+1] ? {data[i+1], data[i]} : {data[i], data[i+1]};
            else always @(posedge clk) 
                {data[i], data[i+1]} <= data[i] < data[i+1] ? {data[i+1], data[i]} : {data[i], data[i+1]};
        always @(data[i]) array_out[(i+1)*DATAWIDTH-1:i*DATAWIDTH] = data[i];  
    end
    endgenerate
    always @(posedge clk) 
        shift_reg <= valid_in ? {1'b1} : {shift_reg, 1'b0};   
    assign valid_out = shift_reg[(ARRAYLENGTH+1)/2];  
endmodule
</file>
==> results_slide.txt <==
Implementation Results

Synth
  – Post-synth regs: 230
  – Number of enable flip-flop cells: 80
  – Yosys Instances: 455
  – Post-synth top area cell: edfxtp_1
  – Primary FF master, synth: dfxtp_1
  – Top cell type's share of synthesized area: 35.9%
  – Distinct lib cells: 22
  – Synth cell count leaders: 86 x dfxtp_1, 80 x edfxtp_1, 64 x dlxtn_1
  – Yosys Warn Count: 2
  – Asr flop ratio synth: 0%
  – Synth top cell by count: dfxtp_1
  – YS chip area: 6700 um2
  – Biggest area cells: edfxtp_1 36%, dfxtp_1 26%, dlxtn_1 14%

Status
  – Error msg: ERROR: Found 80 problems in 'check -assert'.
  – Status: stopped before the end
  – Last stage: synthesis
## cell families after synthesis
family          after synthesis  share of synthesized area, %
compound gates               54                          5.25
fa+ha+maj                    63                          11.8
buf+inv                      63                          3.53
flops                       166                          61.6
latches                      64                          14.3
simple gates                 45                          3.53
