## run.sh

```bash
#!/bin/bash
# OpenROAD 26Q1-2900-gdf79404cd8, Yosys 0.63+post, stock flow scripts
make -C /OpenROAD-flow-scripts/flow DESIGN_CONFIG=/design/flow/config.mk WORK_HOME=/design/flow/orfs finish
```

## config.mk

```make
export PLATFORM = sky130hd
export DESIGN_NAME = can_receiver
export DESIGN_NICKNAME = can_receiver
export VERILOG_FILES = /design/flow/design.v
export SDC_FILE = /design/flow/constraint.sdc
export NUM_CORES = 4
export LEC_CHECK = 1
export CORE_AREA = 10 10 81 81
export DIE_AREA = 0 0 91 91
```

## constraint.sdc

```tcl
current_design can_receiver

set clk_period 3.7
set clk_io_pct 0.2

create_clock -name clk0 -period $clk_period [get_ports {baud_clk}]

set non_clock_inputs [all_inputs -no_clocks]
set_input_delay [expr $clk_period * $clk_io_pct] -clock clk0 $non_clock_inputs
set_output_delay [expr $clk_period * $clk_io_pct] -clock clk0 [all_outputs]
```

## design.v

```verilog
module can_receiver(
    input wire clk,
    input wire baud_clk,
    input wire reset,
    input wire CAN_RX,
    output reg [7:0] data_out,
    output reg rx_busy
);
    parameter IDLE = 0,
              START_OF_FRAME = 1,
              RECEIVE_ID = 2,
              RTR = 3,
              IDE = 4,
              RESERVED_BIT = 5,
              DLC = 6,
              RECEIVE_DATA = 7,
              CRC = 8,
              CRC_DELIMITER = 9,
              ACK_SLOT = 10,
              ACK_DELIMITER = 11,
              END_OF_FRAME = 12,
              INTERFRAME_SPACE = 13;
    reg [3:0] state;
    reg [3:0] bit_counter;
    reg [7:0] data_buffer;
    reg [10:0] id_buffer;
    reg [14:0] crc_reg;
    always @(posedge baud_clk or posedge reset) begin
        if (reset) begin
            state <= IDLE;
            rx_busy <= 0;
            bit_counter <= 0;
            crc_reg <= 15'h0;
            data_out <= 8'h00;
        end else begin
            case (state)
                IDLE: begin
                    rx_busy <= 0;
                    if (CAN_RX == 1'b0) begin  
                        state <= START_OF_FRAME;
                        rx_busy <= 1;
                    end
                end
                START_OF_FRAME: begin
                    state <= RECEIVE_ID;
                    bit_counter <= 10;
                end
                RECEIVE_ID: begin
                    id_buffer[bit_counter] <= CAN_RX;
                    crc_reg <= next_crc(crc_reg, CAN_RX);
                    if (bit_counter == 0)
                        state <= RTR;
                    else
                        bit_counter <= bit_counter - 1;
                end
                RTR: begin
                    crc_reg <= next_crc(crc_reg, CAN_RX);
                    state <= IDE;
                end
                IDE: begin
                    crc_reg <= next_crc(crc_reg, CAN_RX);
                    state <= RESERVED_BIT;
                end
                RESERVED_BIT: begin
                    crc_reg <= next_crc(crc_reg, CAN_RX);
                    state <= DLC;
                    bit_counter <= 3;
                end
                DLC: begin
                    crc_reg <= next_crc(crc_reg, CAN_RX);
                    if (bit_counter == 0)
                        state <= RECEIVE_DATA;
                    else
                        bit_counter <= bit_counter - 1;
                end
                RECEIVE_DATA: begin
                    data_buffer[7] <= CAN_RX;
                    data_buffer <= {data_buffer[6:0], 1'b0};
                    crc_reg <= next_crc(crc_reg, CAN_RX);
                    bit_counter <= bit_counter + 1;
                    if (bit_counter == 7) begin
                        data_out <= data_buffer;
                        state <= CRC;
                        bit_counter <= 14;
                    end
                end
                CRC: begin
                    if (bit_counter == 0)
                        state <= CRC_DELIMITER;
                    else
                        bit_counter <= bit_counter - 1;
                end
                CRC_DELIMITER: begin
                    state <= ACK_SLOT;
                end
                ACK_SLOT: begin
                    state <= ACK_DELIMITER;
                end
                ACK_DELIMITER: begin
                    state <= END_OF_FRAME;
                    bit_counter <= 6;
                end
                END_OF_FRAME: begin
                    if (bit_counter == 0)
                        state <= INTERFRAME_SPACE;
                    else
                        bit_counter <= bit_counter -1;
                end
                INTERFRAME_SPACE: begin
                    rx_busy <= 0;
                    state <= IDLE;
                end
                default: state <= IDLE;
            endcase
        end
    end
    function [14:0] next_crc;
        input [14:0] crc;
        input data_bit;
        reg [14:0] crc_next;
        begin
            crc_next[14] = crc[13] ^ data_bit;
            crc_next[13] = crc[12];
            crc_next[12] = crc[11];
            crc_next[11] = crc[10];
            crc_next[10] = crc[9];
            crc_next[9]  = crc[8];
            crc_next[8]  = crc[7];
            crc_next[7]  = crc[6];
            crc_next[6]  = crc[5];
            crc_next[5]  = crc[4];
            crc_next[4]  = crc[3] ^ crc[13] ^ data_bit;
            crc_next[3]  = crc[2];
            crc_next[2]  = crc[1];
            crc_next[1]  = crc[0];
            crc_next[0]  = crc[13] ^ data_bit;
            next_crc = crc_next;
        end
    endfunction
endmodule
```

==> CHANGELOG.md <==
## Flow update

* Worst setup startpoint: state[1]
* Area share, top type at between 40% and 50%
* First-pass GRT wire length at ~3.1 mm
* Worst-Margin Slew at slightly above 0.7 ns
* CP max stage delay at 0.67 ns
* Finish-stage setup viols at 0
* Initial antenna violation count at 0
* Worst reg2reg endpoint: bit_counter[1]
* Status: finished, final reports clean
* Final Util at a little over a fifth
* Clock root cell: clkbuf_8
* Hold Vio Cnt, Final at 0
* Yosys Chip Area at between 900 and 1000 sq um
* Largest net degree at the start of global routing at 20
* Gr ovfl total at 0
* Main flop type: dfrtp_1
* Largest fanout on the critical path at 6
* Gate Area at about 400 sq um
* Resized cells post-CTS at 0
* H-tree Lvls at 1
* Post-synth top cells: dfrtp_1, buf_4, nor2_1, o21ai_0, nor3_1
* CP endpoint: bit_counter[1]
* Max_cap viols at 0
* Via count at 653
* Reg2reg path depth at 4
* Num rows at 25
* Worst setup path category: register to register
* Residual DRC at 0
* Mean number of vias per cell at 4.03
* Leak pwr at 0.500 nW
* Overall routed net length at approximately 1.7 mm
* Worst EP arrival at 2.00 ns
* Diodes inserted at 0
* Setup slack, reg-to-reg at roughly 1.8 ns
* Placed wire-length estimate at 1.23 mm
* Hold crit path type: register to register
* GRT Resource Usage Total at roughly 4.3%
* Antenna-violating nets left at 0
* Clock share of power at approximately 40%
* Crit path max-delay cell type: or4_1
* Post-layout period usage at 50.3%
* Layout cell share with drive strength beyond 1 at between 10% and 20%
* Startpoint Class: register
* Net Sw Frac at between 20% and 30%
* Area Overhead vs Synth at 12.1%
* DR pass1 iterations at 4
* Power share of the combinational group at roughly 1.9%
* Hold-fix buffers, CTS at 0
* Area of the core at around 4800 sq um
* TNS Setup at 0 ns
* Clock Skew at roughly 0.0037 ns
* Clock sink total at 19
* PortBufs at 3
* Cell Type Count at 36
* Chip area at around 8300 sq um
* PwrDens at between 300 and 400 nW/um^2
* Rel. slew slack at between 50% and 60%
* CP cell instances: or4_1 -> nor3_1 -> o21ai_0 -> o31a_1
* Finished Layout Cells at about 160
* Flops after synth at 19
* Latency at later pin at approximately 0.25 ns
* Count leader, synth: dfrtp_1
* Final min period at between 1.5 and 2 ns
* CTS Buffer Depth at 2
* Number of cells after detailed placement at between 150 and 200
* Synth warn at 1
* Critical R2R Launch: state[1]
* Synthesized cell area at 942 sq um
* Synth Seq Share at between 50% and 60%
* FF/Latch Area at around 480 sq um
* P_int at 0.000284 W
* Synth area leader: dfrtp_1
* Max Freq at 537 MHz
* Unrepaired setup endpoints after global routing: no
* Ports at 13
* EDFF count, synth at 0
* P_sw at 0.0000723 W
* Yosys Instances at between 90 and 100
* Register share of total power at between 50% and 60%
* Syn_area_per_cell at roughly 10 sq um
* Post-CTS Setup Repair Bufs at 0
* Initial DRC Count at 131
* Initial Utilization at 19.6%
* Worst-path clk slew at around 0.070 ns
* CTS buffer count at 3
* Syn Inst Count at 92
* Chip height at ~91 um
* TritonCTS clock tree: built
* Crit end category: register
* CP required at 3.84 ns
* Die width at between 90 and 100 um
* VDD IR-drop max at ~95 uV
* Routed wire per std cell at about 11 um
* Synth top area cells: dfrtp_1, buf_4, ha_1, o21ai_0, nor3_1
* Placer congestion estimate at between 0.8 and 0.9
* Number of fill cells at about 530
* Final slew viol count at 0
* Vias in the first global route at between 600 and 700
* Tool warnings at 28
* Ys async rst share at roughly 100%
==> layer usage <==
layer / GRT usage [%] / wire [um]
met5: 0 / 0
met4: 0.914 / 12
met3: 1.49 / 99
met1: 6.32 / 875
met2: 5.85 / 748
==> cell families after synthesis <==
logic type / count (synthesis) / synth area share [%]
adders and majority gates: 3 / 3.98
DFF: 19 / 50.6
AOI/OAI and AO/OA: 25 / 17.1
other: 1 / 0.398
muxes: 1 / 1.06
buffers and inverters: 16 / 9.69
and+or+nand+nor: 27 / 17.1
==> registers in the layout (all words and copies together), names as in the netlist <==
register / flops
state: 14
rx_busy: 1
bit_counter: 4
==> power by group through the flow <==
stage / combinational (W) / sequential, W / clock [W]
after CTS: 0.00000728 / 0.000208 / 0.000147
final: 0.00000662 / 0.000208 / 0.000142
after global routing: 0.00000802 / 0.000207 / 0.000159
==> cells in the final DEF (no fill, tap or decap), types with 2 or more instances in the layout <==
cell | netlist | final
a21o_1 | 3 | 3
a21o_2 | 2 | 2
a21oi_1 | 3 | 3
a31oi_1 | 3 | 3
and2_1 | 2 | 2
clkbuf_8 | 0 | 3
clkdlybuf4s50_1 | 0 | 3
conb_1 | 1 | 8
dfrtp_1 | 18 | 18
ha_1 | 3 | 3
inv_1 | 5 | 5
nor2_1 | 7 | 7
nor3_1 | 6 | 6
o21ai_0 | 7 | 7
==> stage by stage <==
stage	worst slack [ns]	instance area [sq um]	total power (W)	hold slack [ns]
6_report	1.84	1060	0.000357	0.349
5_1_grt	1.70	1060	0.000375	0.373
4_1_cts	1.83	1060	0.000362	0.351
3_5_place_dp	1.86	1010	0.000219	0.335
3_3_place_gp	1.87	1010	0.000219	0.333
2_1_floorplan	2.02	968	0.000221	0.331
==> critical path, delay by kind of cell, from the launching register on <==
kind            cells  cell delay (ns)
compound gates      2             0.25
flops               1             0.42
simple gates        2             1.08
==> worst min path at each step <==
stage	depth (start not counted)	from	slack (ns)	to
finish	0	state[5]	0.35	state[12]
CTS	0	state[5]	0.35	state[12]
global route	0	state[2]	0.37	state[9]
==> area by class of cell <==
| type | instances | share of cell area [%] |
|---|---|---|
| inverter | 5 | 1.78 |
| timing repair buffer | 3 | 2.84 |
| clock inverter | 1 | 0.474 |
| multi-input combinational | 64 | 37.9 |
| clock buffer | 3 | 3.91 |
| tap | 67 | 7.94 |
| sequential | 19 | 45.1 |
Power figures rest on the tool's default switching activity, not on a simulated workload.
